$ cat design/flow/run.sh
#!/bin/bash
# OpenROAD 26Q1-2900-gdf79404cd8, Yosys 0.63+post, stock flow scripts
make -C /OpenROAD-flow-scripts/flow DESIGN_CONFIG=/design/flow/config.mk WORK_HOME=/design/flow/orfs finish
$ cat design/flow/config.mk
export PLATFORM = sky130hd
export DESIGN_NAME = debug_rom_one_scratch
export DESIGN_NICKNAME = debug_rom_one_scratch
export VERILOG_FILES = /design/flow/design.v
export SDC_FILE = /design/flow/constraint.sdc
export NUM_CORES = 4
export LEC_CHECK = 1
export CORE_AREA = 10 10 84 84
export DIE_AREA = 0 0 94 94
$ cat design/flow/constraint.sdc
current_design debug_rom_one_scratch

set clk_period 2.3
set clk_io_pct 0.2

create_clock -name clk0 -period $clk_period [get_ports {clk_i}]

set non_clock_inputs [all_inputs -no_clocks]
set_input_delay [expr $clk_period * $clk_io_pct] -clock clk0 $non_clock_inputs
set_output_delay [expr $clk_period * $clk_io_pct] -clock clk0 [all_outputs]
$ cat design/flow/design.v
module debug_rom_one_scratch (
  input  logic         clk_i,
  input  logic         req_i,
  input  logic [63:0]  addr_i,
  output logic [63:0]  rdata_o
);
  localparam int unsigned RomSize = 13;
  const logic [RomSize-1:0][63:0] mem = {
    64'h00000000_7b200073,
    64'h7b202473_10802423,
    64'hf1402473_ab1ff06f,
    64'h7b202473_10002223,
    64'h00100073_7b202473,
    64'h10002623_fddff06f,
    64'hfc0418e3_00247413,
    64'h40044403_f1402473,
    64'h02041263_00147413,
    64'h40044403_10802023,
    64'hf1402473_7b241073,
    64'h0ff0000f_0340006f,
    64'h0500006f_00c0006f
  };
  logic [$clog2(RomSize)-1:0] addr_q;
  always_ff @(posedge clk_i) begin
    if (req_i) begin
      addr_q <= addr_i[$clog2(RomSize)-1+3:3];
    end
  end
  always_comb begin : p_outmux
    rdata_o = '0;
    if (addr_q < $clog2(RomSize)'(RomSize)) begin
        rdata_o = mem[addr_q];
    end
  end
endmodule
==> impl_metrics.yaml <==
# flow metrics
status:
  status: "complete, but fails checks"
  violations: "setup timing"
power:
  vdd_drop_max_mv: 0.473
  finalPower_w: 0.000728
  cellLeakagePower_nw: 1.13
  power_density_nw_per_um2: 355
setup_path:
  cp.required_ns: 1.84
  cp.arrival_ns: 1.87
  end_kind: "output pin"
  crit_type: "reg -> out"
  start_kind: "flip-flop"
  cp_max_fo: 7
grt:
  gr-total-overflow: 0
  grt_max_degree: 36
  grt_pass1_vias: 1138
  antenna_found_initial: 0
  grt_usage_pct: 7.82
  grt_pass1_wl_mm: 5.76
die:
  dieArea_um2: 8840
  ios: 130
  die_h_um: 94
  fp_util_pct: 18.3
  core_um2: 5200
  die_width_um: 94
  fp-row-count: 26
timing:
  finalHoldViolCount: 0
  holdWs_ns: 0.807
  fin_ws_ns: -0.0258
  final-setup-viol-count: 2
  finalMaxSlewViolations: 0
  rsz0062_at_grt: "true"
  fin_crit_ns: 2.33
  clock.fmax_ghz: 0.430
  finalCritPeriodShare_pct: 101
synthesis:
  synth_chip_area_um2: 951
  ys_cells: 134
  top_area_share_pct: 15.0
  ys_warn_count: 1
  synth_cells: 134
  synthTopCellsByArea: "buf_4 (15%), edfxtp_1 (13%), ha_1 (9.2%), nor2_1 (5.5%), a21oi_1 (5.3%)"
  yosys.stat.seqShare_pct: 12.6
  syn_area_per_cell_um2: 7.10
  netlist_area_um2: 951
  largest_area_cell: "buf_4"
  numSynthFlops: 4
  synth_cell_types: 33
drt:
  wl_met2_mm: 1.82
  met1Wirelength_mm: 1.73
  drc: 0
  wirelength_mm: 3.97
  vias_per_cell: 4.16
  first_iter_violations: 50
  post_drt_wl_per_cell_um: 14.4
  dr.pass1.iters: 4
  postRouteAntennaNets: 0
  route.met3.wl_um: 421
  num_vias: 1145
  dr.max_layer_used: "met3"
  antenna_cells: 0
cts:
  cts_buffer_depth: 2
  hold_buffers: 0
  h-tree-depth: 1
  ctsRootBufferMaster: "clkbuf_8"
  path_clk_slew_ns: 0.03
  cts.sinks: 4
  cts_tree: "built"
  cts_buffers: 3
placement:
  post_dp_cell_area_um2: 1600
  gp_congestion: 0.842
  dpl_worst_slack_ns: -0.0258
  dp_hpwl_mm: 2.96
  port_buffers: 61
finish:
  top_register: "addr_q"
  synthToLayoutAreaGrowth_pct: 116
  utilization_pct: 39.4
  drive_gt1_share_pct: 37.1
  largest_reg_flops: 4
  fin_area_um2: 2050
  largestRegisters: "addr_q: 4 flops"
flow_run:
  cap_violations: 0
  warning_count: 93
hold_path:
  hold_class: "in -> reg"
  holdPathStages: 1
==> per-stage QoR <==
step	TNS (ns)	instances
after floorplan	0	141
after global routing	-0.506	275
after detailed placement	-0.0258	261
after CTS	-0.299	268
after global placement	-0.0208	261
final	-0.0377	275
==> worst max-delay path, stage by stage (launching register included) <==
cell and delay [ns]:
edfxtp_1 0.44, buf_4 0.18, ha_4 0.19, buf_4 0.15, nor3_4 0.17, o22ai_1 0.09, clkdlybuf4s50_1 0.42
==> final timing paths <==
check | startpoint | to | slack [ns]
hold / removal | addr_i[5] | addr_q[2] | 0.81
setup / recovery | addr_q[1] | rdata_o[37] | -0.03
==> cells in the final DEF, fill, tap and decap left out, types with 4 or more instances in the layout <==
| master | instances |
|---|---|
| nor2_1 | 13 |
| o21ai_1 | 4 |
| buf_6 | 6 |
| dlymetal6s2s_1 | 20 |
| nand2b_4 | 4 |
| clkdlybuf4s50_1 | 35 |
| buf_4 | 18 |
| a21oi_1 | 7 |
| edfxtp_1 | 4 |
| nand2_1 | 6 |
| ha_4 | 5 |
| conb_1 | 8 |
| dlygate4sd2_1 | 5 |
| a21o_1 | 6 |
==> area by class of cell <==
cell class	instances	area, um2
flip-flops and latches	4	120
inverters	6	25.0
multi-input cells	104	861
repair buffers	88	917
fillers	501	3150
well taps	70	87.6
clock buffers	3	41.3
==> timing repair <==
action                                  in CTS  in global routing
cloned                                       0                  1
resized                                     37                 54
endpoints found under the setup margin      46                 37
buffers inserted                             4                  6
pin swaps                                    5                 12
==> power breakdown <==
group          leakage [nW]  internal (W)   total, W  switching (W)
Combinational          1.07      0.000298   0.000490       0.000192
Clock                0.0216      0.000111   0.000143      0.0000321
Sequential           0.0391     0.0000877  0.0000941     0.00000643
==> cells by family (layout without fill, tap and decap cells) <==
family / count (synthesis) / after routing / synth area share [%]
simple gates: 51 / 51 / 26.4
compound gates: 36 / 36 / 25.0
buf+inv: 33 / 97 / 24.2
fa+ha+maj: 7 / 7 / 9.21
flops: 4 / 4 / 12.6
mux: 2 / 2 / 2.11
other cells: 1 / 8 / 0.394
==> cell usage after synthesis <==
| master | number |
|---|---|
| a211oi_1 | 1 |
| a211oi_2 | 1 |
| a21boi_0 | 1 |
| a21o_1 | 6 |
| a21oi_1 | 10 |
| a221oi_2 | 1 |
| and2_1 | 3 |
| buf_2 | 3 |
| buf_4 | 19 |
| buf_6 | 4 |
| clkbuf_2 | 1 |
| conb_1 | 1 |
| edfxtp_1 | 4 |
| ha_1 | 7 |
| inv_1 | 6 |
| mux2i_1 | 2 |
| nand2_1 | 11 |
| nand2b_1 | 8 |
| nand3_1 | 3 |
| nor2_1 | 14 |
| nor2_2 | 2 |
| nor2b_1 | 3 |
| nor3_1 | 4 |
| nor3_2 | 1 |
| o211ai_1 | 1 |
| o211ai_2 | 1 |
| o21a_1 | 1 |
| o21ai_0 | 8 |
| o21ai_1 | 1 |
| o22ai_1 | 3 |
| o311ai_1 | 1 |
| or2_1 | 1 |
| or2_2 | 1 |
==> metal layers <==
metal	track usage, %	vias to the layer above
met5	0	-
met4	0.506	0
met3	3.15	0
met2	13.1	48
met1	9.62	523
li1	-	574
Power and IR drop assume default switching activity.
