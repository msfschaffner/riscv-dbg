[design/flow/design.v]
module debug_rom (
  input  logic         clk_i,
  input  logic         req_i,
  input  logic [63:0]  addr_i,
  output logic [63:0]  rdata_o
);
  localparam int unsigned RomSize = 19;
  const logic [RomSize-1:0][63:0] mem = {
    64'h00000000_7b200073,
    64'h7b202473_7b302573,
    64'h10852423_f1402473,
    64'ha85ff06f_7b202473,
    64'h7b302573_10052223,
    64'h00100073_7b202473,
    64'h7b302573_10052623,
    64'h00c51513_00c55513,
    64'h00000517_fd5ff06f,
    64'hfa041ce3_00247413,
    64'h40044403_00a40433,
    64'hf1402473_02041c63,
    64'h00147413_40044403,
    64'h00a40433_10852023,
    64'hf1402473_00c51513,
    64'h00c55513_00000517,
    64'h7b351073_7b241073,
    64'h0ff0000f_04c0006f,
    64'h07c0006f_00c0006f
  };
  logic [$clog2(RomSize)-1:0] addr_q;
  always_ff @(posedge clk_i) begin
    if (req_i) begin
      addr_q <= addr_i[$clog2(RomSize)-1+3:3];
    end
  end
  always_comb begin : p_outmux
    rdata_o = '0;
    if (addr_q < $clog2(RomSize)'(RomSize)) begin
        rdata_o = mem[addr_q];
    end
  end
endmodule
[design/flow/config.mk]
export PLATFORM = sky130hd
export DESIGN_NAME = debug_rom
export DESIGN_NICKNAME = debug_rom
export VERILOG_FILES = /design/flow/design.v
export SDC_FILE = /design/flow/constraint.sdc
export NUM_CORES = 4
export LEC_CHECK = 1
export CORE_AREA = 10 10 85 85
export DIE_AREA = 0 0 95 95
[design/flow/constraint.sdc]
current_design debug_rom

set clk_period 2.5
set clk_io_pct 0.2

create_clock -name clk0 -period $clk_period [get_ports {clk_i}]

set non_clock_inputs [all_inputs -no_clocks]
set_input_delay [expr $clk_period * $clk_io_pct] -clock clk0 $non_clock_inputs
set_output_delay [expr $clk_period * $clk_io_pct] -clock clk0 [all_outputs]
[design/flow/run.sh]
#!/bin/bash
# OpenROAD 26Q1-2900-gdf79404cd8, Yosys 0.63+post, stock flow scripts
make -C /OpenROAD-flow-scripts/flow DESIGN_CONFIG=/design/flow/config.mk WORK_HOME=/design/flow/orfs finish
==> metrics.json <==
{
  "outcome": {"value": "finished, violations left"},
  "violations": {"value": "setup timing"},
  "core.rowCount": {"value": 27},
  "period_utilisation_layout": {"value": 1.06},
  "drtAntennaViolNets": {"value": 0},
  "layout-drive-gt1-share": {"value": 0.422},
  "p_sw_frac": {"value": 0.373},
  "report.final.hold_viol_count": {"value": 0},
  "cell_internal_pwr": {"value": 599, "unit": "uW"},
  "holdBufCountCts": {"value": 0},
  "worst_ir_drop_vdd": {"value": 349, "unit": "uV"},
  "max_flop_register": {"value": "addr_q"},
  "post_synth_instance_area": {"value": 1470, "unit": "um^2"},
  "cts.sink_count": {"value": 5},
  "cts_htree_levels": {"value": 1},
  "number_of_detailed_routing_iterations_run_before_antenna_repair": {"value": 4},
  "pwrdens": {"value": 323, "unit": "nW/um^2"},
  "top_level_ports": {"value": 130},
  "finalWorstSetupSlack": {"value": -0.150, "unit": "ns"},
  "post_synthesis_cell_type_count": {"value": 49},
  "tritoncts": {"value": "yes"},
  "antenna_cells": {"value": 0},
  "vias_in_the_first_global_route": {"value": 1801},
  "timing.setup.tns": {"value": -0.566, "unit": "ns"},
  "setup.worst_path.class": {"value": "register to output pin"},
  "grt_start_max_net_pins": {"value": 43},
  "power_frac_seq": {"value": 0.115},
  "drc": {"value": 0},
  "cts-buffers-inserted": {"value": 3},
  "reg.largest.list": {"value": "addr_q x5"},
  "synth_warnings": {"value": 1},
  "cts.reportedPaths.clkPinSlew": {"value": 0.03, "unit": "ns"},
  "power_frac_comb": {"value": 0.732},
  "share_of_the_core_filled_with_cells": {"value": 0.541},
  "worstPathMaxFanout": {"value": 5},
  "enable_flop_cells": {"value": 5},
  "power.leakage": {"value": 1.65, "unit": "nW"},
  "dieArea": {"value": 9030, "unit": "um^2"},
  "ff_type": {"value": "edfxtp_1"},
  "synth-area-yosys": {"value": 1470, "unit": "um^2"},
  "fillers": {"value": 467},
  "largest_register_ff_count": {"value": 5},
  "finalWorstPathRequiredPeriod": {"value": 2.65, "unit": "ns"},
  "synth-cells-yosys": {"value": 224},
  "initial_core_util": {"value": 0.268},
  "cts-root-buf": {"value": "clkbuf_8"},
  "preCtsSetupSlack": {"value": -0.101, "unit": "ns"},
  "worst-endpoint-arrival": {"value": 2.15, "unit": "ns"},
  "initial_antenna_violation_count": {"value": 0},
  "number_of_buffers_on_the_longest_clock_path": {"value": 2},
  "power.clock.fraction": {"value": 0.153},
  "warning_count": {"value": 93},
  "rsz0062_at_grt": {"value": "yes"},
  "drv_cap": {"value": 0},
  "via_density": {"value": 4.97},
  "timing.critical_path.required": {"value": 2.00, "unit": "ns"},
  "place.port_buffers": {"value": 68},
  "first_pass_grt_wire_length": {"value": 9030, "unit": "um"},
  "globalplace.congestion": {"value": 0.884},
  "design.core.area": {"value": 5470, "unit": "um^2"},
  "vias": {"value": 1957},
  "final_max_slew_viol_count": {"value": 0},
  "syn-mean-instance-area": {"value": 6.55, "unit": "um^2"},
  "async_reset_ff_frac": {"value": 0},
  "gr-total-overflow": {"value": 0},
  "switchingPower": {"value": 356, "unit": "uW"},
  "netlist_instances": {"value": 224},
  "post_drt_wl_per_cell": {"value": 15.6, "unit": "um"},
  "half_perimeter_wire_length_of_the_detailed_placement_result": {"value": 4320, "unit": "um"},
  "areaGrowthSynthToFinish": {"value": 102, "unit": "%"},
  "die_w": {"value": 95, "unit": "um"},
  "critical_path.endpoint": {"value": "rdata_o[25]"},
  "final.hold.worst_slack": {"value": 0.836, "unit": "ns"},
  "fp.dieH": {"value": 95, "unit": "um"},
  "critPathLaunchType": {"value": "register"},
  "synth-seq-cells": {"value": 5},
  "drt_first_iter_violations": {"value": 162},
  "synth_sequential_area_ratio": {"value": 0.102},
  "endpoint_kind": {"value": "output pin"},
  "worstHoldPathType": {"value": "input pin to register"},
  "detail_route.wirelength": {"value": 6150, "unit": "um"},
  "gr-usage-all-layers": {"value": 0.121},
  "maxClockFrequency": {"value": 377, "unit": "MHz"},
  "setup_viol": {"value": 6},
  "worstSetupStartpoint": {"value": "addr_q[1]"}
}
-- cells in the mapped netlist (all sizes together), types with 2 or more instances --
library cell / count / area (um^2)
nand3: 2 / 10.0
clkbuf: 4 / 15.0
o22ai: 2 / 12.5
o311a: 2 / 20.0
a31o: 2 / 17.5
a211oi: 5 / 50.1
a211o: 2 / 17.5
nor2: 35 / 134
nor3: 4 / 20.0
or2: 3 / 18.8
nor2b: 5 / 31.3
edfxtp: 5 / 150
o21ai: 20 / 100
buf: 28 / 205
a21oi: 32 / 164
o21a: 4 / 30.0
a31oi: 2 / 12.5
nand2: 21 / 78.8
mux2: 2 / 22.5
nand2b: 9 / 56.3
ha: 8 / 100
and2: 3 / 21.3
a311oi: 2 / 17.5
inv: 7 / 26.3
-- metrics by stage --
| stage | cells | power (mW) | area [um^2] |
|---|---|---|---|
| finish | 394 | 0.955 | 2960 |
| global route | 394 | 1.03 | 2960 |
| CTS | 379 | 0.870 | 2490 |
| detailed placement | 365 | 0.682 | 2300 |
| global placement | 365 | 0.684 | 2300 |
| floorplan | 225 | 0.378 | 1470 |
-- power by group through the flow --
| stage | registers (mW) | clock network, mW | logic (mW) |
|---|---|---|---|
| 5_1_grt | 0.110 | 0.158 | 0.763 |
| 4_1_cts | 0.109 | 0.151 | 0.610 |
| 6_report | 0.110 | 0.147 | 0.699 |
-- metal layers --
metal | part of all wire | vias up | track usage
met5 | 0 | - | 0
met4 | 0 | 0 | 0.0112
met3 | 0.097 | 0 | 0.0248
met2 | 0.47 | 73 | 0.203
met1 | 0.43 | 908 | 0.163
li1 | - | 976 | -
-- worst min-delay path by stage --
stage / start / end / slack, ns / cells past startpoint
after CTS: addr_i[7] / addr_q[4] / 0.83 / 1
after global routing: addr_i[3] / addr_q[0] / 0.83 / 1
final: addr_i[7] / addr_q[4] / 0.84 / 1
-- cell usage in the layout (no fill, tap or decap), types with 2 or more instances in the layout --
master / netlist / routed
nor2_1: 34 / 20
buf_4: 16 / 39
buf_6: 4 / 12
and2_4: 1 / 3
nor2b_1: 5 / 4
inv_1: 6 / 2
clkbuf_2: 0 / 3
nor2_4: 0 / 4
nand2b_4: 0 / 3
a211oi_1: 4 / 4
o21ai_1: 0 / 6
conb_1: 1 / 2
a211o_1: 2 / 2
edfxtp_1: 5 / 5
buf_12: 0 / 6
clkbuf_8: 0 / 3
ha_2: 0 / 2
a21oi_2: 1 / 15
mux2_2: 2 / 2
ha_4: 0 / 4
nand2_2: 0 / 4
o21ai_2: 0 / 3
dlygate4sd2_1: 0 / 2
o311a_1: 2 / 2
nor2_2: 1 / 11
nand2b_1: 9 / 6
nand3_1: 2 / 2
nand2_1: 21 / 15
a311oi_2: 0 / 2
a21oi_1: 31 / 17
buf_2: 8 / 3
inv_2: 1 / 4
o21ai_0: 20 / 11
dlymetal6s2s_1: 0 / 36
o21a_1: 4 / 4
nor3_1: 4 / 3
ha_1: 8 / 2
clkdlybuf4s50_1: 0 / 23
-- repair_timing --
item	4_1_cts	5_1_grt
setup buffers	10	16
pin swaps	9	25
endpoints found under the setup margin	53	57
gates resized	42	115
endpoints found under the hold margin	0	0
-- worst max-delay path, cell delays in order, from the launching register on --
cell and delay [ns]:
edfxtp_1 0.50, buf_6 0.19, ha_2 0.18, buf_4 0.14, nand2b_1 0.08, nand2_1 0.07
a221oi_1 0.27, nor2_1 0.07, clkdlybuf4s50_1 0.42
-- final cells by class --
class,count,area (um^2),area share
tap,72,90.1,0.0304
inverter,7,30.0,0.0101
timing repair buffer,125,1290,0.434
sequential,5,150,0.0507
multi-input combinational,181,1360,0.459
clock buffer,4,45.0,0.0152
-- kinds of logic (layout without fill, tap and decap cells) --
| group | Yosys count | in the layout | share of synthesized area |
|---|---|---|---|
| muxes | 3 | 3 | 0.0222 |
| AOI/OAI and AO/OA | 81 | 81 | 0.361 |
| buffers and inverters | 39 | 136 | 0.168 |
| other | 1 | 2 | 0.00256 |
| and+or+nand+nor | 87 | 87 | 0.276 |
| adders and majority gates | 8 | 8 | 0.0682 |
| DFF | 5 | 5 | 0.102 |
Power figures rest on the tool's default switching activity, not on a simulated workload.
